==> flow/constraint.sdc <==
current_design lmao_task1

set clk_period 1.9
set clk_io_pct 0.2

create_clock -name clk0 -period $clk_period

set non_clock_inputs [all_inputs -no_clocks]
set_input_delay [expr $clk_period * $clk_io_pct] -clock clk0 $non_clock_inputs
set_output_delay [expr $clk_period * $clk_io_pct] -clock clk0 [all_outputs]
==> flow/design.v <==
module lmao_task1(A_in, B_in, Sum_out);
input [3:0] A_in;
input [3:0] B_in;
output [4:0] Sum_out;
reg [4:0] Sum_out;
always@(A_in or B_in) begin
	Sum_out <= A_in + B_in;
end
endmodule
==> flow/config.mk <==
export PLATFORM = sky130hd
export DESIGN_NAME = lmao_task1
export DESIGN_NICKNAME = lmao_task1
export VERILOG_FILES = /design/flow/design.v
export SDC_FILE = /design/flow/constraint.sdc
export NUM_CORES = 4
export LEC_CHECK = 1
export CORE_AREA = 10 10 70 70
export DIE_AREA = 0 0 80 80
==> flow/run.sh <==
#!/bin/bash
# OpenROAD 26Q1-2900-gdf79404cd8, Yosys 0.63+post, stock flow scripts
make -C /OpenROAD-flow-scripts/flow DESIGN_CONFIG=/design/flow/config.mk WORK_HOME=/design/flow/orfs finish
==> Changelog: implementation <==
## Flow update

- Drt wl/cell: 7.28 µm
- Max Freq: 0.544 GHz
- First drt pass iteration count: 1
- Slew headroom: 90.2%
- Antenna violations before repair: 0
- Largest net degree at the start of global routing: 4
- Seq Cell Count: 0
- Yosys Instances: 16
- Met1 Wirelength: 245 µm
- Violation count after the first detailed-routing iteration: 0
- Antenna-violating nets left: 0
- Data required time of the worst path: 1520 ps
- Top Ports: 13
- Die H: 80 µm
- Crit path kind: in -> out
- Cell Chain, Critical Path: buf_4 -> ha_4 -> inv_2 -> fa_2 -> inv_1 -> dlygate4sd2_1
- Reg area: 0 µm²
- Vias in the first global route: 165
- Vias: 156
- Worst Setup End Kind: output port
- Chip width: 80 µm
- Post-Route Setup TNS: 0 ps
- First-pass GRT wire length: 814 µm
- Total Wirelength: 546 µm
- Post-synthesis cell area: 136 µm²
- Yosys Warn Count: 1
- Post-CTS Setup Bufs: 0
- Global-route usage over all layers: 1.57%
- Site Rows: 21
- Ant diodes: 0
- Area Growth Syn to Fin: 152%
- Leak: 0.138 nW
- Final setup violation count: 0
- Met2 routed WL: 168 µm
- Power density over cell area: 221 nW/µm²
- Yosys stat area: 136 µm²
- Cycle use final: 96.8%
- Placer Congestion: 0.771
- Final hold violation count: 0
- OpenROAD warning count: 32
- Hold Path Class: in -> out
- Worst-path maximum fanout: 2
- Unrepaired setup endpoints after global routing: no
- Tightest Pin Transition: 146 ps
- Buf/Inv on CP: 4
- Max Slew Vio Count: 0
- Cell Type Count: 9
- Number of fill cells in the layout: 402
- Starting Density: 3.99%
- Top Metal Used: met3
- Layout cells sized above 1: 44.8%
- Critical path arrival: 1460 ps
- Worst VDD drop: 0.0356 mV
- DRC: 0
- Total Power: 76.0 µW
- Hold buffers post-CTS: 0
- Gr ovfl total: 0
- Layout clock buffer count: 0
- Fin crit period: 1840 ps
- Setup crit start kind: primary input
- Run status: finished, final reports clean
- Max Cap Viol: 0
- Met3 wire length: 133 µm
- Syn Inst Count: 16
- IO Port Bufs: 13
- Die area: 6400 µm²
- Max stage delay on crit path: 540 ps
- DR vias/cell: 2.08
- Syn avg cell area: 8.52 µm²
- Crit path max-delay cell type: fa_2
- Post-synthesis sequential area ratio: 0%
- Core ar.: 3420 µm²
- Crit-path leading delay family: adder cells
- Detailed-placement wirelength estimate: 482 µm
==> cells in the final DEF, fill, tap and decap left out, drive strengths merged <==
cell	n
nand2b	1
a21oi	1
fa	1
buf	3
ha	4
clkbuf	2
xnor2	2
o21ai	1
inv	4
clkdlybuf4s50	3
a21o	1
dlygate4sd2	5
nor2b	1
==> routing by layer <==
metal / track usage [%] / up-vias
met4: 0 / 0
met3: 1.36 / 0
met5: 0 / -
met2: 2.01 / 11
met1: 2.05 / 68
li1: - / 77
==> worst min-delay path: cells and delay by family <==
kind | cells | cell delay, ps
buffers and inverters | 2 | 310
adders and majority gates | 1 | 140
AOI/OAI and AO/OA | 1 | 70
and+or+nand+nor | 1 | 60
==> final timing paths <==
| path | startpoint | endpoint | slack [ps] | depth (start not counted) |
|---|---|---|---|---|
| hold / removal | B_in[2] | Sum_out[4] | 1350 | 5 |
| setup / recovery | A_in[0] | Sum_out[1] | 60 | 6 |
==> cells by family after synthesis <==
kind of cell / after synthesis / synth area share (%)
xor+xnor: 2 / 12.8
compound gates: 3 / 15.6
simple gates: 2 / 9.18
fa+ha+maj: 5 / 51.4
buf+inv: 4 / 11.0
==> power breakdown <==
part,internal [mW],switching (mW)
clock network,0,0
logic,0.0492,0.0268
registers,0,0
==> cells in the mapped netlist <==
| library cell | count | area [µm²] |
|---|---|---|
| xnor2_1 | 2 | 17.5 |
| o21ai_0 | 1 | 5.00 |
| nor2b_1 | 1 | 6.26 |
| a21o_1 | 1 | 7.51 |
| ha_1 | 4 | 50.1 |
| inv_1 | 4 | 15.0 |
| nand2b_1 | 1 | 6.26 |
| fa_1 | 1 | 20.0 |
| a21oi_2 | 1 | 8.76 |
==> area by class of cell <==
| class | count | area, µm² | share of cell area, % |
|---|---|---|---|
| inverter | 4 | 15.0 | 4.36 |
| multi-input combinational | 12 | 164 | 47.6 |
| tap | 46 | 57.6 | 16.7 |
| timing repair buffer | 13 | 108 | 31.3 |
==> timing repair <==
item	4_1_cts	5_1_grt
pin swaps	6	3
cloned	0	0
setup endpoints to repair	5	1
gates resized	27	6
==> per-stage QoR <==
step | worst slack (ps) | utilization (%) | cells | hold slack [ps] | area [µm²]
2_1_floorplan | 349 | - | 16 | 832 | 136
6_report | 60.3 | 10.1 | 75 | 1350 | 344
3_3_place_gp | -720 | 9.49 | 75 | 1810 | 324
3_5_place_dp | -780 | 9.49 | 75 | 1800 | 324
5_1_grt | 10.7 | 10.1 | 75 | 1390 | 344
4_1_cts | 10.6 | 10.0 | 75 | 1400 | 342
No activity file was given, so power comes from the tool's default toggle rates.
